--- ./design.v ---
module AccColumns(
  input o_clk,
  input addColumns,
  input rstColumns,
  output reg [7:0] columns);
  always @(posedge o_clk or posedge rstColumns) begin
    if (rstColumns)
      columns <= 8'b00000000;
    else if (addColumns)
      columns <= columns + 1;
  end
endmodule
module CompColumns(i_clk,Columns, C);
  input wire i_clk;
  input wire [7:0]Columns;
  output reg C;
  always@(posedge i_clk) begin
    C = (Columns>=8'b01010000) ? 1'b1 : 1'b0;
  end
endmodule
module Control(
    input wire i_clk,
    input wire compColumns,
    input wire compRows,
    output reg addColumns,
    output reg addRow,
    output reg rstColumns,
    output reg o_clk_enable,
    output reg o_latch,
    output reg o_blank,
    output reg [1:0] o_data_r,
    output reg [1:0] o_data_g,
    output reg [1:0] o_data_b,
);
initial begin
  addColumns = 0;
  rstColumns = 0;
  addRow = 0;
end
localparam
        s_DataUpdate = 0,
        s_BlanckSet = 1,
        s_LatchSet = 2,
        s_IncrementRow= 3,
        s_LatchClear = 4,
        s_BlankClear = 5;
reg [2:0] state=s_DataUpdate;
reg [4:0] red_register   = {1'b0, 1'b0, 1'b0, 1'b1, 1'b1, 1'b1, 1'b1};
reg [4:0] green_register = {1'b1, 1'b1, 1'b1, 1'b1, 1'b1, 1'b1, 1'b0};
reg [4:0] blue_register  = {1'b1, 1'b1, 1'b1, 1'b1, 1'b1, 1'b1, 1'b0}; 
reg [4:0] red_register2   = {1'b0, 1'b0, 1'b0, 1'b1, 1'b1, 1'b1, 1'b1};
reg [4:0] green_register2 = {1'b1, 1'b1, 1'b1, 1'b1, 1'b1, 1'b1, 1'b0};
reg [4:0] blue_register2  = {1'b1, 1'b1, 1'b1, 1'b1, 1'b1, 1'b1, 1'b0}; 
reg [7:0] pixels_to_shift=0;
reg [3:0] counter = 0;
always @(posedge i_clk) begin
    case (state)
        s_DataUpdate: begin 
            if (compColumns) 
                state <= s_BlanckSet;
            else begin
                o_data_r <= {red_register2[counter], red_register[counter]};
                o_data_g <= {green_register2[counter], green_register[counter]};
                o_data_b <= {blue_register2[counter], blue_register[counter]};
                rstColumns <=0;
                addColumns <=1;
                o_clk_enable <=0;
            end 
        end
        s_BlanckSet: begin
            o_blank <= 1; 
            rstColumns <= 1; 
            addColumns <=0;
            o_clk_enable <=1;
            state <= s_LatchSet;
        end
        s_LatchSet: begin
            o_latch  <= 1; 
            state <= s_IncrementRow;
        end  
        s_IncrementRow: begin
            addRow <=1;
            state <= s_LatchClear;
        end
        s_LatchClear: begin
            addRow <=0;
            o_latch  <= 0; 
            state <= s_BlankClear;
        end
        s_BlankClear:begin 
            o_blank <= 0; 
            rstColumns <= 1; 
            state <= s_DataUpdate;
            if (compRows == 1) begin
                if (counter >=6)
                    counter <= 0;
                else
                    counter <= counter + 1;
            end
        end
        default:
            state <= s_DataUpdate;
    endcase
end
endmodule
module Display(
    input i_clk,
    output reg o_clk,
    output reg o_latch,
    output reg o_blank,
    output reg [1:0] o_data_r,
    output reg [1:0] o_data_g,
    output reg [1:0] o_data_b,
    output reg [4:0] o_row_select,
    output reg led
);
wire [7:0]w_columns;
wire [4:0]w_rows;
wire w_addColumns;
wire w_rstColumns;
wire w_compColumns;
wire w_compRows;
wire w_addRow;
wire w_o_clk;
wire w_o_clk_enable;
FrecuencyDivider dF(.clk(i_clk),.o_clk(w_o_clk),.rst(w_o_clk_enable));
Control control (.i_clk(i_clk),.o_clk_enable(w_o_clk_enable),.o_latch(o_latch),.o_blank(o_blank),.o_data_r(o_data_r),.o_data_g(o_data_g),.o_data_b(o_data_b),.addRow(w_addRow),.compColumns(w_compColumns),.compRows(w_compRows),.rstColumns(w_rstColumns),.addColumns(w_addColumns));
AccColumns accColumns(.o_clk(w_o_clk),.addColumns(w_addColumns),.rstColumns(w_rstColumns),.columns(w_columns));
CompColumns compColumns (.i_clk(i_clk),.Columns(w_columns),.C(w_compColumns));
AccRow accRows(.i_clk(i_clk),.addRow(w_addRow),.rows(w_rows));
CompRow compRows(.i_clk(i_clk),.rows(w_rows),.C(w_compRows));
assign o_clk= w_o_clk;
assign o_row_select= w_rows;
assign led=w_o_clk;
endmodule
module FrecuencyDivider(
  input wire clk,
  input rst,
  output reg o_clk
);
  parameter f = 25000000;   
  parameter f_out = 12500000;      
  parameter max_cunt =f/(2*f_out);
  reg [31:0] count;
  reg toggle;
  always @(posedge clk or posedge rst) begin
    if (rst) 
        count <= 0;
    else begin
        if (count >= max_cunt - 1) begin
            count <= 0;
            toggle <= ~toggle;
        end else begin
            count <= count + 1;
        end
    end
  end
  always @(posedge clk) begin
    o_clk <= toggle;
  end
endmodule
module AccRow (
  input i_clk,
  input addRow,
  output reg [4:0] rows
);
  reg rst = 0;
  always @(posedge i_clk or posedge rst) begin
    if (rst)
      rows <= 5'b00000;
    else if (addRow)
      rows  <= rows  + 1;
  end
  always@(posedge i_clk) begin
    rst = (rows>=5'b10100) ? 1'b1 : 1'b0;
  end
endmodule
module CompRow(i_clk,rows, C);
  input wire i_clk;
  input wire [4:0]rows;
  output reg C;
  always@(posedge i_clk) begin
    C = (rows>=5'b10011) ? 1'b1 : 1'b0;
  end
endmodule
--- ./run.sh ---
#!/bin/bash
# OpenROAD 26Q1-2900-gdf79404cd8, Yosys 0.63+post, stock flow scripts
make -C /OpenROAD-flow-scripts/flow DESIGN_CONFIG=/design/flow/config.mk WORK_HOME=/design/flow/orfs finish
--- ./config.mk ---
export PLATFORM = sky130hd
export DESIGN_NAME = Display
export DESIGN_NICKNAME = Display
export VERILOG_FILES = /design/flow/design.v
export SDC_FILE = /design/flow/constraint.sdc
export NUM_CORES = 4
export LEC_CHECK = 1
export CORE_AREA = 10 10 99 99
export DIE_AREA = 0 0 109 109
--- ./constraint.sdc ---
current_design Display

set clk_period 1.0
set clk_io_pct 0.2

create_clock -name clk0 -period $clk_period [get_ports {i_clk}]

set non_clock_inputs [all_inputs -no_clocks]
set_input_delay [expr $clk_period * $clk_io_pct] -clock clk0 $non_clock_inputs
set_output_delay [expr $clk_period * $clk_io_pct] -clock clk0 [all_outputs]
==> flow_metrics.env <==
# implementation run metrics
export IMPL_cts_htree_levels=1
export IMPL_crit_path_start_kind="flop"
export IMPL_ys_seq_share_pct=62.1
export IMPL_yosysTopAreaCell="edfxtp_1"
export IMPL_warnings=35
export IMPL_via_per_inst=3.45
export IMPL_violations="negative setup slack"
export IMPL_period_needed_ns=1.21
export IMPL_grtUsageTotal_pct=4.32
export IMPL_postCtsHoldBufs=0
export IMPL_p_sw_uw=293
export IMPL_clock_fmax_mhz=826
export IMPL_preCtsSetupSlack_ns=-0.211
export IMPL_clock_skew_ns=0.00188
export IMPL_worst_setup_path_type="reg2reg"
export IMPL_dpl_hpwl_um=1630
export IMPL_cap_violations=0
export IMPL_first_pass_iters=3
export IMPL_area_delta_synth_final_pct=50.1
export IMPL_diodes=0
export IMPL_grt_pass1_vias=944
export IMPL_yosysWarnings=9
export IMPL_cts_clk_slew_worst_paths_ns=0.08
export IMPL_clkPwrFrac_pct=34.7
export IMPL_core_area_um2=7730
export IMPL_sw_frac_of_total_pct=17.6
export IMPL_fin_tns_setup_ns=-4.83
export IMPL_post_route_period_util_pct=121
export IMPL_cp_data_required_time_ns=0.98
export IMPL_peakVddDrop_mv=0.519
export IMPL_die_size_y_um=109
export IMPL_grt_antenna_before_repair=0
export IMPL_synth_top_area_share_pct=33.7
export IMPL_async_reset_ff_share_pct=39.4
export IMPL_ys_cells=119
export IMPL_slew_viol_final=0
export IMPL_max_clock_path_buffers=2
export IMPL_outcome="complete, but fails checks"
export IMPL_cts_tree="yes"
export IMPL_timing_final_ws_setup_ns=-0.210
export IMPL_sequentialPowerShare_pct=65.3
export IMPL_synthCells=119
export IMPL_port_buffers=15
export IMPL_ys_ff=33
export IMPL_first_iter_violations=22
export IMPL_unclocked_pins=8
export IMPL_route_met2_wl_um=948
export IMPL_yosys_cell_count_top_type="edfxtp_1"
export IMPL_yosys_area_um2=1430
export IMPL_gp_congestion=0.781
export IMPL_wire_per_inst_um=9.53
export IMPL_finalSetupViolCount=38
export IMPL_die_w_um=109
export IMPL_grt_max_degree=14
export IMPL_rows=32
export IMPL_worstHoldPathType="reg2async"
export IMPL_clkLatencyLatePin_ns=0.26
export IMPL_crit_arrival_ns=1.19
export IMPL_ys_types=23
export IMPL_postRouteAntennaNets=0
export IMPL_synth_top_flop_cell="edfxtp_1"
export IMPL_cts_inserted_buffers=3
export IMPL_synthTopCellsByCount="edfxtp_1, inv_1, dfrtp_1, nand2_1, xnor2_1"
export IMPL_grt_ovfl_total=0
export IMPL_grt_pass1_wl_um=4220
export IMPL_hold_viol=0
export IMPL_share_comb_of_total_power_pct=0
export IMPL_wl_met3_um=233
export IMPL_synth_area_um2=1430
export IMPL_wirelength_um=2540
export IMPL_io_pin_count=16
export IMPL_untimed_endpoints=9
export IMPL_fp_util_pct=18.5
export IMPL_post_route_util_pct=27.7
export IMPL_syn_area_per_cell_um2=12.0
export IMPL_holdWs_ns=0.0905
export IMPL_drive_above_1_share_pct=51.2
export IMPL_edf_count=16
export IMPL_vias=917
export IMPL_pwr_density_cell_nw_per_um2=777
export IMPL_cp_end_kind="flop"
export IMPL_crit_fanout=4
export IMPL_leakage_nw=0.923
export IMPL_rsz0062_at_grt="true"
export IMPL_placed_area_um2=1830
export IMPL_drc_errors=0
export IMPL_power_internal_mw=1.37
export IMPL_wl_met1_um=1340
export IMPL_fin_area_um2=2140
export IMPL_topRoutingLayerUsed="met4"
export IMPL_area_leaders="edfxtp_1, dfrtp_1, ha_1, xnor2_1, dfxtp_1"
export IMPL_root_buffer="clkbuf_8"
export IMPL_design_die_area_um2=11900
flip-flops by register name, indices dropped and copies added (netlist names), 3 cells and up:
register and count:
accRows.rows 5, control.counter 4, accColumns.columns 8, control.state 3
timing repair:
| action | CTS | global route |
|---|---|---|
| setup buffers | 12 | 3 |
| resized | 79 | 28 |
| endpoints found under the setup margin | 45 | 49 |
| pin swaps | 8 | 11 |
metal layers:
| layer | GRT usage [%] | up-vias |
|---|---|---|
| li1 | - | 477 |
| met1 | 6.10 | 418 |
| met2 | 6.04 | 20 |
| met3 | 2.33 | 2 |
| met4 | 0.188 | 0 |
| met5 | 0 | - |
final cells by class:
type / instances / area [um^2]
clock buffer: 4 / 45.0
inverter: 14 / 60.1
fill: 773 / 5590
sequential: 33 / 887
timing repair buffer: 47 / 413
multi-input combinational: 66 / 608
tap: 102 / 128
stage by stage:
stage / std cells / power, mW
CTS: 264 / 1.69
floorplan: 119 / 1.11
detailed placement: 248 / 1.11
global route: 266 / 1.74
global placement: 248 / 1.11
finish: 266 / 1.66
cells by family (layout without fill, tap and decap cells):
logic type	Yosys count	count (layout)	share of synthesized area (%)
xor gates and xnor gates	12	12	7.37
and+or+nand+nor	33	33	11.9
buffers and inverters	20	65	6.67
other	1	1	0.263
adders and majority gates	8	8	7.02
DFF	33	33	62.1
AOI/OAI and AO/OA	12	12	4.65
layout by cell type, fill, tap and decap left out, types with 2 or more instances in the layout:
cell,count
clkbuf_8,3
nand2_4,4
ha_1,3
buf_2,11
nor2_2,2
buf_6,24
xnor2_1,8
edfxtp_1,16
ha_4,2
o21ai_0,2
xor2_1,2
inv_1,8
nand2_2,3
buf_4,11
and3_1,2
dfxtp_1,3
inv_4,3
nand2b_1,2
dfrtp_1,13
xnor2_2,2
a21oi_2,2
nand2_1,6
inv_2,3
o21ai_1,3
nand2b_4,2
ha_2,3
o21ai_2,2
nand4_1,5
power groups by stage:
stage	Clock [mW]	Sequential, mW	Combinational, mW
global route	0.649	1.09	0.000760
finish	0.577	1.09	0.000343
CTS	0.601	1.09	0.000379
critical path, stage by stage (launching register included):
cell,delay [ns]
edfxtp_1,0.46
buf_6,0.13
nand2b_4,0.06
inv_4,0.07
and3_4,0.21
path summary, 6_finish.rpt:
kind	startpoint	endpoint	slack (ns)	cells after the start
worst max-delay path	control.state[0]$_DFFE_PN_	control.counter[2]$_SDFFCE_PP0P_	-0.21	4
worst min-delay path	accRows.rst$_DFF_P_	accRows.rows[4]$_DFFE_PP0P_	0.09	1
worst max register to register	control.state[0]$_DFFE_PN_	control.counter[2]$_SDFFCE_PP0P_	-0.21	4
worst min register to register	accRows.rst$_DFF_P_	accRows.rows[4]$_DFFE_PP0P_	0.09	1
max in group asynchronous	accRows.rst$_DFF_P_	accRows.rows[0]$_DFFE_PP0P_	0.74	1
min in group clk0	dF.toggle$_DFFE_PN_	dF.o_clk$_DFF_P_	0.38	0
Power is estimated from default activity; no workload was simulated.
